## constraint.sdc

```tcl
current_design memtiming

set clk_period 10.4
set clk_io_pct 0.2

create_clock -name clk0 -period $clk_period [get_ports {clk}]

set non_clock_inputs [all_inputs -no_clocks]
set_input_delay [expr $clk_period * $clk_io_pct] -clock clk0 $non_clock_inputs
set_output_delay [expr $clk_period * $clk_io_pct] -clock clk0 [all_outputs]
```

## config.mk

```make
export PLATFORM = sky130hd
export DESIGN_NAME = memtiming
export DESIGN_NICKNAME = memtiming
export VERILOG_FILES = /design/flow/design.v
export SDC_FILE = /design/flow/constraint.sdc
export NUM_CORES = 4
export LEC_CHECK = 1
export CORE_UTILIZATION = 40
```

## design.v

```verilog
`timescale 1ns / 1ps
module memtiming
  #(parameter BL = 8
)
  (
    output logic [4:0] stateout,
    output logic [7:0] BSTct,  
    output logic [7:0] tABARct,
    output logic [7:0] tABAct,  
    output logic [7:0] tCLct,  
    output logic [7:0] tCWLct,  
    output logic [7:0] tRASct,  
    output logic [7:0] tRCDct,  
    output logic [15:0] tREFIct,  
    output logic [7:0] tRFCct,  
    output logic [7:0] tRPct,  
    output logic [7:0] tRTPct,  
    output logic [7:0] tWRct,  
    input logic ACT,
    input logic BST,
    input logic CFG,
    input logic CKEH,
    input logic CKEL,
    input logic DPD,
    input logic DPDX,
    input logic MRR,
    input logic MRW,
    input logic PD,
    input logic PDX,
    input logic PR,
    input logic PRA,
    input logic RD,
    input logic RDA,
    input logic REF,
    input logic SRF,
    input logic [7:0] T_ABAR,
    input logic [7:0] T_ABA,
    input logic [7:0] T_CL,
    input logic [7:0] T_CWL,
    input logic [7:0] T_RAS,
    input logic [7:0] T_RCD,
    input logic [15:0] T_REFI,
    input logic [7:0] T_RFC,
    input logic [7:0] T_RP,
    input logic [7:0] T_RTP,
    input logic [7:0] T_WR,
    input logic WR,
    input logic WRA,
    input logic clk,
    input logic rst
);
    enum logic [4:0] {
        Idle           = 5'b00000,
        Activating     = 5'b00001,
        ActivePD       = 5'b00010,
        BankActive     = 5'b00011,
        Config         = 5'b00100,
        DeepPD         = 5'b00101,
        IdleMRR        = 5'b00110,
        IdleMRW        = 5'b00111,
        IdlePD         = 5'b01000,
        PowerOn        = 5'b01001,
        Precharging    = 5'b01010,
        Reading        = 5'b01011,
        ReadingAPR     = 5'b01100,
        Refreshing     = 5'b01101,
        Resetting      = 5'b01110,
        ResettingMRR   = 5'b01111,
        ResettingPD    = 5'b10000,
        SelfRefreshing = 5'b10001,
        Writing        = 5'b10010,
        WritingAPR     = 5'b10011,
        ZRowClone      = 5'b10100
    } state, nextstate;
    assign stateout = state;
    always_comb begin
        nextstate = state;  
        case (state)
            Idle          : begin
                if (ACT) begin
                    nextstate = Activating;
                end
                else if (REF) begin
                    nextstate = Refreshing;
                end
                else if (SRF) begin
                    nextstate = SelfRefreshing;
                end
                else if (rst) begin
                    nextstate = Resetting;
                end
                else if (PD) begin
                    nextstate = IdlePD;
                end
                else if (DPD) begin
                    nextstate = DeepPD;
                end
                else if (MRW) begin
                    nextstate = IdleMRW;
                end
                else if (MRR) begin
                    nextstate = IdleMRR;
                end
            end
            Activating    : begin
                if (tRCDct==8'd1) begin
                    nextstate = BankActive;
                end
                else if (CKEL) begin
                    nextstate = ActivePD;
                end
            end
            ActivePD      : begin
                if (CKEH) begin
                    nextstate = BankActive;
                end
                else if (CKEL) begin
                    nextstate = ActivePD;
                end
            end
            BankActive    : begin
                if (WR&&(tCWLct==8'd1)) begin
                    nextstate = Writing;
                end
                else if (WRA&&(tCWLct==8'd1)) begin
                    nextstate = WritingAPR;
                end
                else if (RD&&(tCLct==8'd1)) begin
                    nextstate = Reading;
                end
                else if (RDA&&(tCLct==8'd1)) begin
                    nextstate = ReadingAPR;
                end
                else if (PR&&(tRASct==0)) begin
                    nextstate = Precharging;
                end
                else if (CKEL) begin
                    nextstate = ActivePD;
                end
                else if (ACT) begin
                    nextstate = ZRowClone;
                end
            end
            Config        : begin
                begin
                    nextstate = Resetting;
                end
            end
            DeepPD        : begin
                if (DPDX) begin
                    nextstate = PowerOn;
                end
            end
            IdleMRR       : begin
                begin
                    nextstate = Idle;
                end
            end
            IdleMRW       : begin
                begin
                    nextstate = Idle;
                end
            end
            IdlePD        : begin
                if (PDX) begin
                    nextstate = Idle;
                end
            end
            PowerOn       : begin
                if (rst) begin
                    nextstate = Resetting;
                end
            end
            Precharging   : begin
                if (tRPct==8'd1) begin
                    nextstate = Idle;
                end
            end
            Reading       : begin
                if (RDA) begin
                    nextstate = ReadingAPR;
                end
                else if (PR&&(tRTPct==0)&&(tRASct==0)) begin
                    nextstate = Precharging;
                end
                else if (WR) begin
                    nextstate = Writing;
                end
                else if ((tABARct==0)) begin
                    nextstate = BankActive;
                end
                else if (WRA) begin
                    nextstate = WritingAPR;
                end
            end
            ReadingAPR    : begin
                if ((BSTct==0)&&(tRTPct==0)&&(tRASct==0)) begin
                    nextstate = Precharging;
                end
            end
            Refreshing    : begin
                if (tRFCct==8'd1) begin
                    nextstate = Idle;
                end
            end
            Resetting     : begin
                if (MRR) begin
                    nextstate = ResettingMRR;
                end
                else if (PD) begin
                    nextstate = ResettingPD;
                end
                else if (CFG) begin
                    nextstate = Config;
                end
                else begin
                    nextstate = Idle;
                end
            end
            ResettingMRR  : begin
                begin
                    nextstate = Resetting;
                end
            end
            ResettingPD   : begin
                if (PDX) begin
                    nextstate = Resetting;
                end
            end
            SelfRefreshing: begin
                if (CKEH) begin
                    nextstate = Idle;
                end
                else if (CKEL) begin
                    nextstate = SelfRefreshing;
                end
            end
            Writing       : begin
                if (WRA) begin
                    nextstate = WritingAPR;
                end
                else if (PR&&(tWRct==0)&&(tRASct==0)) begin
                    nextstate = Precharging;
                end
                else if (RD) begin
                    nextstate = Reading;
                end
                else if ((tABAct==0)) begin
                    nextstate = BankActive;
                end
                else if (RDA) begin
                    nextstate = ReadingAPR;
                end
            end
            WritingAPR    : begin
                if ((BSTct==0)&&(tWRct==0)&&(tRASct==0)) begin
                    nextstate = Precharging;
                end
            end
            ZRowClone     : begin
                if (tRCDct==8'd1) begin
                    nextstate = BankActive;
                end
                else begin
                    nextstate = ZRowClone;
                end
            end
        endcase
    end
    always_ff @(posedge clk) begin
        if (rst)
            state <= Idle;
        else
            state <= nextstate;
    end
    always_ff @(posedge clk) begin
        if (rst) begin
            BSTct[7:0] <= BL;
            tABARct[7:0] <= T_ABAR;
            tABAct[7:0] <= T_ABA;
            tCLct[7:0] <= T_CL;
            tCWLct[7:0] <= T_CWL;
            tRASct[7:0] <= T_RAS;
            tRCDct[7:0] <= T_RCD;
            tREFIct[15:0] <= T_REFI;
            tRFCct[7:0] <= T_RFC;
            tRPct[7:0] <= T_RP;
            tRTPct[7:0] <= T_RTP;
            tWRct[7:0] <= T_WR;
        end
        else begin
            BSTct[7:0] <= BL;  
            tABARct[7:0] <= T_ABAR;  
            tABAct[7:0] <= T_ABA;  
            tCLct[7:0] <= T_CL;  
            tCWLct[7:0] <= T_CWL;  
            tRASct[7:0] <= T_RAS;  
            tRCDct[7:0] <= T_RCD;  
            tREFIct[15:0] <= T_REFI;  
            tRFCct[7:0] <= T_RFC;  
            tRPct[7:0] <= T_RP;  
            tRTPct[7:0] <= T_RTP;  
            tWRct[7:0] <= T_WR;  
            case (nextstate)
                Idle          : begin
                    tREFIct[15:0] <= (tREFIct>1)?tREFIct-1:tREFIct;
                end
                Activating    : begin
                    tRASct[7:0] <= tRASct-1;
                    tRCDct[7:0] <= tRCDct-1;
                end
                BankActive    : begin
                    tCLct[7:0] <= (tCLct>1)?tCLct-1:tCLct;
                    tCWLct[7:0] <= (tCWLct>1)?tCWLct-1:tCWLct;
                    tRASct[7:0] <= (tRASct>0)?tRASct-1:tRASct;
                    tREFIct[15:0] <= (tREFIct>1)?tREFIct-1:tREFIct;
                end
                Precharging   : begin
                    tRPct[7:0] <= tRPct-8'd1;
                end
                Reading       : begin
                    BSTct[7:0] <= (BSTct>0)?BSTct-1:BSTct;
                    tABARct[7:0] <= (tABARct>0)?tABARct-1:tABARct;
                    tCLct[7:0] <= tCLct;
                    tCWLct[7:0] <= tCWLct;
                    tRASct[7:0] <= (tRASct>0)?tRASct-1:tRASct;
                    tRTPct[7:0] <= (tRTPct>0)?tRTPct-1:tRTPct;
                end
                ReadingAPR    : begin
                    BSTct[7:0] <= (BSTct>0)?BSTct-1:BSTct;
                    tRASct[7:0] <= (tRASct>0)?tRASct-1:tRASct;
                    tRTPct[7:0] <= (tRTPct>0)?tRTPct-1:tRTPct;
                end
                Refreshing    : begin
                    tRFCct[7:0] <= tRFCct-1;
                end
                Writing       : begin
                    BSTct[7:0] <= (BSTct>0)?BSTct-1:BSTct;
                    tABAct[7:0] <= (tABAct>0)?tABAct-1:tABAct;
                    tCLct[7:0] <= (tCLct>1)?tCLct-1:tCLct;
                    tCWLct[7:0] <= tCWLct;
                    tRASct[7:0] <= (tRASct>0)?tRASct-1:tRASct;
                    tWRct[7:0] <= (tWRct>0)?tWRct-1:tWRct;
                end
                WritingAPR    : begin
                    BSTct[7:0] <= (BSTct>0)?BSTct-1:BSTct;
                    tCLct[7:0] <= tCLct;
                    tRASct[7:0] <= (tRASct>0)?tRASct-1:tRASct;
                    tWRct[7:0] <= (tWRct>0)?tWRct-1:tWRct;
                end
                ZRowClone     : begin
                    tCLct[7:0] <= tCLct;
                    tCWLct[7:0] <= tCWLct;
                    tRASct[7:0] <= (tRASct>0)?tRASct-1:tRASct;
                    tRCDct[7:0] <= tRCDct-1;
                end
            endcase
        end
    end
endmodule
```

## run.sh

```bash
#!/bin/bash
# OpenROAD 26Q1-2900-gdf79404cd8, Yosys 0.63+post, stock flow scripts
make -C /OpenROAD-flow-scripts/flow DESIGN_CONFIG=/design/flow/config.mk WORK_HOME=/design/flow/orfs finish
```

==> impl_metrics.csv <==
group,metric,value,unit
final_layout,stdcell_count,1210,
final_layout,nFillCells,1496,
drt,drt_iter0_markers,366,
hold_path,min_path_type,"register to register",
clock_network,root_buffer,"clkbuf_16",
final_timing,fmax,0.159,GHz
drt,drt-vias-per-instance,5.52,
setup_path,critPathMaxFanout,15,
clock_network,cts_resized,0,
hold_path,min_path_cells,1,
place,routabilityCongestion,0.918,
yosys,syn_inst,762,
final_timing,rsz0062_at_grt,"false",
clock_network,clock.latency.late_pin,0.35,ns
setup_path,rr_startpoint,"tRASct[2]",
drt,antenna_cells,0,
final_timing,finalSetupViolations,0,
place,place_area,9640,sq um
drt,routed-wl-met3,1460,microns
yosys,ys_cells,762,
yosys,area_leaders,"edfxtp_1 (30%), dfxtp_1 (10%), mux2_2 (5.3%)",
final_timing,worst_slack,4.10,ns
yosys,yosysChipArea,7190,sq um
setup_path,worst-path-buf-inv,1,
clock_network,cts_sinks,109,
status,status,"completed",
yosys,synth.distinct_cells,83,
clock_network,hold_buffers,0,
yosys,yosys_warnings,1,
clock_network,clockBufferDepth,2,
pwr,power.share.combinational,47.3,%
pwr,power_density,217,nW/um^2
floorplan,fp_util,41.3,%
setup_path,arrival,6.28,ns
grt,grt_pass1_vias,6481,
setup_path,cp_top_family,"simple AND/OR/NAND/NOR gates",
pwr,clkPwrFrac,16.0,%
clock_network,cts_inserted_buffers,9,
final_timing,fin_crit_sh,60.6,%
grt,gr-usage-all-layers,22.7,%
drt,drc,0,
setup_path,cp-end-kind,"register",
yosys,avgSynthCellArea,9.44,sq um
grt,grt_pass1_wl,32100,microns
setup_path,worstRegToRegCells,9,
final_layout,regArea,2900,sq um
pwr,swShare,37.1,%
drt,highest_layer,"met4",
setup_path,critPathLaunchType,"input pin",
setup_path,r2r_end,"tCLct[4]",
clock_network,postCtsSetupRepairBufs,0,
final_layout,final_area,9940,sq um
place,io_buffers,223,
place,dp_hpwl,15700,microns
grt,antenna_found_initial,0,
drt,wl_met2,9070,microns
setup_path,cp.required,10.38,ns
clock_network,cts-htree-levels,3,
clock_network,cts.clk_slew.worst_paths,0.07,ns
pwr,internal_power,1.36,mW
pwr,power,2.16,mW
drt,wl_per_cell,16.9,microns
setup_path,r2r_slack,5.66,ns
setup_path,cp_cell_sequence,"clkdlybuf4s50_1 > nor3_1 > o211ai_1 > nand3_1 > nor4_1 > nand4_1 > and3_1 > and2b_1 > nor2_4 > a2bb2oi_1",
yosys,synth-seq-cells,109,
pwr,p_leak,3.74,nW
place,pre_cts_ws,3.85,ns
final_timing,fin_crit,6.30,ns
hold_path,min-delay-start,"tRPct[0]",
yosys,async_flop_share,0,%
pwr,p_seq_share,36.6,%
drt,wl,20400,microns
final_layout,layout-drive-gt1-share,8.53,%
drt,route.layer.met1.wl,9500,microns
place,dp.cells,1194,
pwr,p_sw,0.801,mW
final_layout,logic_area,4030,sq um
final_timing,worstMarginPinSlew,0.877,ns
yosys,yosysSeqAreaShare,40.4,%
setup_path,cpMaxStageDelayCell,"clkdlybuf4s50_1",
setup_path,cp-startpoint,"rst",
final_timing,tns,0,ns
pwr,irDropWorstVdd,0.131,mV
floorplan,die_area,18500,sq um
grt,grt_max_degree,26,
floorplan,die_h,136,microns
setup_path,endpoint,"tCLct[4]",
floorplan,die_x,136,microns
setup_path,crit_type,"input pin to register",
job,stage_log_warnings,37,
final_timing,final_hold_viol_count,0,
drt,firstDrtPassIters,5,
clock_network,cts_tree,"done",
floorplan,coreArea,17400,sq um
grt,grt.overflow.total,0,
yosys,largest_area_cell,"edfxtp_1",
yosys,mappedNetlistArea,7190,sq um
floorplan,ios,226,
yosys,synth-main-ff-cell,"edfxtp_1",
yosys,top_cell_area_share,30.1,%
floorplan,rows,48,
final_timing,clock_skew,0.0106,ns
drt,ant_nets,0,
yosys,synth-edff-count,72,
final_timing,relSlewSlack,41.3,%
setup_path,slowest_delay,0.87,ns
job,drv_cap,0,
drt,num_vias,6676,
final_layout,syn_to_final_growth,38.2,%
setup_path,worstSetupPathDepth,10,
final_timing,slew_violations,0,
-- state kept, by name (all words and copies together) (netlist names) --
name / count
tABAct: 8
tCWLct: 8
tREFIct: 16
tWRct: 8
tRPct: 8
tRCDct: 8
tRFCct: 8
tRTPct: 8
state: 5
tRASct: 8
tCLct: 8
BSTct: 8
tABARct: 8
-- cell usage after synthesis, drive strengths merged (7+ instances only) --
master / count
a21oi: 32
buf: 15
clkbuf: 9
dfxtp: 37
edfxtp: 72
ha: 22
inv: 36
mux2: 40
nand2: 85
nand3: 33
nand4: 12
nor2: 79
nor3: 20
nor3b: 7
nor4: 25
o21ai: 40
o31ai: 13
xnor2: 38
xor2: 31
-- cell families (layout without fill, tap and decap cells) --
family / count (synthesis) / after routing / share of synthesized area (%)
buf+inv: 61 / 284 / 3.69
simple gates: 312 / 312 / 23.0
compound gates: 144 / 144 / 13.8
flops: 109 / 109 / 40.4
fa+ha+maj: 22 / 22 / 3.83
xor+xnor: 69 / 69 / 8.40
mux: 45 / 45 / 6.96
-- worst min-delay path by stage --
stage | endpoint | slack, ns
after CTS | tRPct[0] | 0.51
after global routing | tRPct[0] | 0.53
final | tRPct[0] | 0.51
-- metal layers --
metal	GRT usage (%)	vias to the layer above
met3	4.79	32
met4	4.69	0
met2	33.8	274
met1	35.4	3113
li1	-	3257
met5	0	-
-- power groups by stage --
| stage | Clock [mW] | Combinational, mW | Sequential, mW |
|---|---|---|---|
| finish | 0.347 | 1.02 | 0.792 |
| global route | 0.376 | 1.13 | 0.817 |
| CTS | 0.361 | 1.03 | 0.792 |
-- area by class of cell --
type / instances / share of cell area, %
Clock buffer: 10 / 2.52
Sequential cell: 109 / 29.2
Inverter: 37 / 1.40
Clock inverter: 6 / 0.529
Tap cell: 225 / 2.83
Timing Repair Buffer: 231 / 23.1
Multi-Input combinational cell: 592 / 40.5
-- metrics by stage --
step	utilization [%]	hold slack, ns
2_1_floorplan	-	0.456
3_3_place_gp	55.4	0.504
3_5_place_dp	55.4	0.495
5_1_grt	57.1	0.530
6_report	57.1	0.510
4_1_cts	57.1	0.513
-- cell usage in the layout (no fill, tap or decap), types with 31 or more instances in the layout --
cell type / count
clkdlybuf4s50_1: 223
nand2_1: 84
nor2_1: 77
edfxtp_1: 72
xnor2_1: 38
dfxtp_1: 37
inv_1: 36
mux2_2: 34
nand3_1: 33
o21ai_0: 33
a21oi_1: 32
xor2_1: 31
No activity file was given, so power comes from the tool's default toggle rates.
